==> design/flow/design.v <==
module mux6 #(parameter DATA_WIDTH=64)
(
	input wire [DATA_WIDTH-1:0]d0,
	input wire [DATA_WIDTH-1:0]d1,
	input wire [DATA_WIDTH-1:0]d2,
    input wire [DATA_WIDTH-1:0]d3,
    input wire [DATA_WIDTH-1:0]d4,
    input wire [DATA_WIDTH-1:0]d54,
	input wire [2:0]s,
	output wire[DATA_WIDTH-1:0]y
);
assign y=(s==3'b000) ? d0 :
		 (s==3'b001) ? d1 :
		 (s==3'b010) ? d2 :
         (s==3'b011) ? d3 : 
         (s==3'b100) ? d4 : 
         (s==3'b101) ? d5 : d0;
endmodule
==> design/flow/run.sh <==
#!/bin/bash
# OpenROAD 26Q1-2900-gdf79404cd8, Yosys 0.63+post, stock flow scripts
make -C /OpenROAD-flow-scripts/flow DESIGN_CONFIG=/design/flow/config.mk WORK_HOME=/design/flow/orfs finish
==> design/flow/config.mk <==
export PLATFORM = sky130hd
export DESIGN_NAME = mux6
export DESIGN_NICKNAME = mux6
export VERILOG_FILES = /design/flow/design.v
export SDC_FILE = /design/flow/constraint.sdc
export NUM_CORES = 4
export LEC_CHECK = 1
export CORE_AREA = 10 10 180 180
export DIE_AREA = 0 0 190 190
==> design/flow/constraint.sdc <==
current_design mux6

set clk_period 18.1
set clk_io_pct 0.2

create_clock -name clk0 -period $clk_period

set non_clock_inputs [all_inputs -no_clocks]
set_input_delay [expr $clk_period * $clk_io_pct] -clock clk0 $non_clock_inputs
set_output_delay [expr $clk_period * $clk_io_pct] -clock clk0 [all_outputs]
==> GITHUB_STEP_SUMMARY <==
## PnR job results

| Metric | Value |
|---|---|
| Vias in the first global route | 5105 |
| DIE WIDTH | 190 um |
| First-pass GRT wire length | 30900 um |
| Placed wire-length estimate | 16900 um |
| Unique cell types | 24 |
| Yosys stat area | 3240 um2 |
| Post-synthesis sequential area ratio | 0 |
| Post-DR wirelength/cell | 18.6 um |
| Clock power frac | 0 |
| Critical path class | input port to output pin |
| Fmax | 0.100 GHz |
| Psw | 0.0000550 W |
| Worst EP required | 14.48 ns |
| Number of DRC markers in iteration 0 | 189 |
| Post_cts resized | 0 |
| Placer Congestion | 0.808 |
| Avg Vias per Cell | 4.19 |
| Final Max Tran Viols | 0 |
| Hold Vio Cnt, Final | 0 |
| Post-route antenna net violation count | 0 |
| CORE AREA | 28600 um2 |
| Crit path DAT | 6.38 ns |
| Grt ovf | 0 |
| Top Layout Cells | clkdlybuf4s50_1 (384), mux2i_1 (80), a21oi_1 (69), nand2b_1 (48), a221oi_1 (28) |
| Util after Layout | 0.255 |
| Most frequent logic cell in the layout | clkdlybuf4s50_1 |
| Worst Tran Pin Value | 0.802 ns |
| Pre-Repair DR Iteration Count | 7 |
| Largest net degree at the start of global routing | 65 |
| Slew HR | 0.465 |
| Min cycle time layout | 10.0 ns |
| Antenna diodes | 0 |
| Adder Area Share | 0 |
| Crit. End Element | output pin |
| P_leak | 2.61 nW |
| Overall routed net length | 21100 um |
| Ports | 451 |
| Flop Count | 0 |
| Initial antenna violation count | 0 |
| Via count | 4748 |
| And+or+nand+nor area frac | 0.188 |
| Status | completed |
| Die area | 36100 um2 |
| Period utilization | 0.552 |
| Worst min path class | input port to output pin |
| Maxcap violations | 0 |
| MUX share of area | 0.341 |
| Logic pwr share | 1.000 |
| Switching power share of the total | 0.317 |
| Seq pwr share | 0 |
| RSZ-0062 raised after global routing | false |
| Layout area overhead | 125% |
| Comb area leader | AND-OR/OR-AND gates |
| Worst VDD drop | 0.0177 mV |
| Yosys Warn Count | 2 |
| Die Height | 190 um |
| FILL cells | 3037 |
| Crit-path max FO | 27 |
| Hold buffer count at cts | 0 |
| GR Util All Layers | 0.108 |
| Row cnt | 62 |
| PD cells | 23.8 nW/um2 |
| Stage-log warning count | 96 |
| Post-route setup TNS | 0 ns |
| I/O Buffers | 387 |
| Post-CTS setup buffers | 0 |
| Synthesized area per cell | 7.98 um2 |
| DR DRC count | 0 |
| Final setup vio count | 0 |
| Reg area | 0 um2 |
| Aoi share | 0.357 |
| Layout cell share with drive strength beyond 1 | 0.0682 |
| Cell total in the yosys stat output | 406 |
| Int Power | 0.000118 W |
| Synthesized instance count | 406 |
| FP Util | 0.113 |
| Final-layout clock buffer total | 0 |
| Mapped Area | 3240 um2 |
| Startpoint Class | input port |
| Xor/xnor share | 0 |
==> layout make-up <==
class,instances,area (um2),area share
Timing Repair Buffer,396,3940,0.540
Multi-Input combinational cell,351,2870,0.394
Tap cell,384,480,0.0659
Inverter,1,3.75,0.000515
==> kinds of logic (layout without fill, tap and decap cells) <==
kind of cell           count (synthesis)  after routing
and+or+nand+nor                       95             95
buffers and inverters                 55            397
muxes                                107            107
AOI/OAI and AO/OA                    149            149
==> worst paths after layout <==
| kind | startpoint | end | slack (ns) | depth (start not counted) |
|---|---|---|---|---|
| worst max-delay path | s[2] | y[18] | 8.10 | 6 |
| worst min-delay path | s[0] | y[36] | 8.19 | 4 |
==> power groups by stage <==
stage,clock [W],sequential (W),combinational [W]
after CTS,0,0,0.000176
after global routing,0,0,0.000188
final,0,0,0.000173
==> stage by stage <==
step	instance area, um2	std cells	setup slack, ns	total power (W)	hold slack [ns]
6_report	7290	1132	8.10	0.000173	8.19
5_1_grt	7290	1132	7.83	0.000188	8.28
4_1_cts	7290	1132	7.98	0.000176	8.24
3_5_place_dp	7290	1132	8.01	0.000175	8.22
3_3_place_gp	7290	1132	7.97	0.000175	8.22
2_1_floorplan	3240	406	10.0	0.0000614	7.37
==> cells in the mapped netlist, drive strengths merged <==
cell / count / area, um2
buf: 35 / 289
nor2: 2 / 15.0
mux2: 27 / 304
mux2i: 80 / 801
a221oi: 32 / 305
clkbuf: 19 / 78.8
nor4: 21 / 131
and2b: 1 / 7.51
nand2: 1 / 3.75
nand2b: 48 / 300
o221a: 21 / 236
a222oi: 27 / 270
clkinv: 1 / 3.75
nor3b: 1 / 18.8
a21oi: 69 / 345
nor2b: 21 / 131
==> layer usage <==
layer  track usage  up-vias  part of all wire  wire length, um
met1         0.133     2176              0.41             8730
met2         0.189      220              0.49            10400
met5             0        -                 0                0
met3        0.0311        8             0.085             1790
met4       0.00855        0            0.0085              179
li1              -     2344                 -                -
==> critical path, stage by stage <==
cell             delay (ns)
buf_2                  0.52
clkinv_1               0.84
buf_4                  0.50
a221oi_1               0.30
a221oi_1               0.12
clkdlybuf4s50_1        0.46
No activity file was given, so power comes from the tool's default toggle rates.
