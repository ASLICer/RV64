## design.v

```verilog
module EX_MEM#(parameter DATA_WIDTH = 64)
(
	input			clk				,
	input			rst_n			,
	input	[DATA_WIDTH-1:0]	i_pc4			,
	input	[DATA_WIDTH-1:0]	i_imme			,
	input	[DATA_WIDTH-1:0]	i_pc_imm		,
	input	[DATA_WIDTH-1:0]	i_aluout		,
	input	[DATA_WIDTH-1:0]	i_wr_mem_data	,
	input	[4:0]	i_Rd			,
	input	[4:0]	i_Rs2			,
	output	[DATA_WIDTH-1:0]	o_pc4			,
	output	[DATA_WIDTH-1:0]	o_imme			,
	output	[DATA_WIDTH-1:0]	o_pc_imm		,	
	output	[DATA_WIDTH-1:0]	o_aluout		,
	output	[DATA_WIDTH-1:0]	o_wr_mem_data	,
	output	[4:0]	o_Rd			,
	output	[4:0]	o_Rs2
);
dff_r #(DATA_WIDTH) r1M(
	.clk(clk),
	.rst_n(rst_n),
	.d(i_aluout),
	.q(o_aluout)
);
dff_r #(DATA_WIDTH) r2M(
	.clk(clk),
	.rst_n(rst_n),
	.d(i_wr_mem_data),
	.q(o_wr_mem_data)
);
dff_r #(5) r3M(
	.clk(clk),
	.rst_n(rst_n),
	.d(i_Rd),
	.q(o_Rd)
);
dff_r #(DATA_WIDTH) r4M(
	.clk(clk),
	.rst_n(rst_n),
	.d(i_pc4),
	.q(o_pc4)
);
dff_r #(DATA_WIDTH) r5M(
	.clk(clk),
	.rst_n(rst_n),
	.d(i_imme),
	.q(o_imme)
);
dff_r #(DATA_WIDTH) r6M(
	.clk(clk),
	.rst_n(rst_n),
	.d(i_pc_imm),
	.q(o_pc_imm)
);
dff_r #(5) r7M(
	.clk(clk),
	.rst_n(rst_n),
	.d(i_Rs2),
	.q(o_Rs2)
);
endmodule
module dff_r #(parameter DATA_WIDTH=8)
(
	input wire clk,
	input wire rst_n,
	input wire [DATA_WIDTH-1:0]d,
	output reg [DATA_WIDTH-1:0]q
);
always@(posedge clk,negedge rst_n)begin
	if(~rst_n)
		q<=0;
	else	
		q<=d;		
end
endmodule
```

## constraint.sdc

```tcl
current_design EX_MEM

set clk_period 1.0
set clk_io_pct 0.2

create_clock -name clk0 -period $clk_period [get_ports {clk}]

set non_clock_inputs [all_inputs -no_clocks]
set_input_delay [expr $clk_period * $clk_io_pct] -clock clk0 $non_clock_inputs
set_output_delay [expr $clk_period * $clk_io_pct] -clock clk0 [all_outputs]
```

## config.mk

```make
export PLATFORM = sky130hd
export DESIGN_NAME = EX_MEM
export DESIGN_NICKNAME = EX_MEM
export VERILOG_FILES = /design/flow/design.v
export SDC_FILE = /design/flow/constraint.sdc
export NUM_CORES = 4
export LEC_CHECK = 1
export CORE_AREA = 10 10 259 259
export DIE_AREA = 0 0 269 269
```

## run.sh

```bash
#!/bin/bash
# OpenROAD 26Q1-2900-gdf79404cd8, Yosys 0.63+post, stock flow scripts
make -C /OpenROAD-flow-scripts/flow DESIGN_CONFIG=/design/flow/config.mk WORK_HOME=/design/flow/orfs finish
```

==> results.py <==
# Generated from Yosys and OpenROAD reports
metrics = {
    "clocking": {
        "htreeDepth": 2,
        "post_cts_buffers": 0,
        "clk_path_buf_depth": 3,
        "root_buffer": "clkbuf_16",
        "cts_tree": "done",
        "numCtsBuffers": 38,
        "clk_pin_slew_ns": 0.06,
        "clock-sinks": 330,
    },
    "worst_setup_path": {
        "critPathTopFamily": "flip-flops",
        "crit_path_start_kind": "flop",
        "cp.depth": 1,
        "worstPathMaxFanout": 2,
        "crit_arrival_ns": 1.12,
        "crit_path_cell_trace": "buf_2",
        "critPathLaunch": "r2M.q[56]",
        "cp_slowest_cell": "dfrtp_2",
        "crit_buf_inv": 1,
        "required_ns": 0.80,
        "slowest_delay_ns": 0.44,
        "path_class": "reg2out",
        "crit_path_end_kind": "primary output",
    },
    "route": {
        "drt_pre_antenna_iters": 4,
        "wl_um": 36500,
        "drtAntennaViolNets": 0,
        "viasPerCell": 3.00,
        "vias": 5762,
        "wl_per_cell_um": 19.0,
        "first_iter_violations": 206,
        "drc": 0,
    },
    "run_status": {
        "failed_checks": "setup timing",
        "status": "finished, violations left",
    },
    "min_path": {
        "min_path_type": "in2reg",
        "min_from": "i_pc4[21]",
        "whs_path_depth": 1,
    },
    "floorplan": {
        "core-area_um2": 61600,
        "io-pin-count": 662,
        "die_w_um": 269,
        "rows": 91,
        "chip_area_um2": 72400,
        "fp_util_pct": 13.4,
        "die_y_um": 269,
    },
    "yosys": {
        "synth.most_common_cell": "dfrtp_1",
        "yosys-stat-area_um2": 8260,
        "ys_top_cells_by_area": "dfrtp_1",
        "synthesis.area_um2": 8260,
        "ys_seq_share_pct": 100,
        "synthCells": 330,
        "ys_cells": 330,
        "avgSynthCellArea_um2": 25.0,
        "common_cells": "dfrtp_1",
        "synth-edff-count": 0,
        "top_area_share_pct": 100,
        "ys_ff": 330,
        "ys_async_sr_fraction_pct": 100,
        "top_area_cell": "dfrtp_1",
        "synth_cell_types": 1,
        "synth_warnings": 2,
        "synth-main-ff-cell": "dfrtp_1",
    },
    "sta": {
        "period_used_pct": 132,
        "setup_viol": 330,
        "max_slew_margin_pct": 73.8,
        "setup_slack_ns": -0.317,
        "hold_viol_final": 0,
        "tightest_slew_ns": 0.392,
        "rsz0062_at_grt": "true",
        "tns_ns": -66.15,
        "post-route-min-period_ns": 1.32,
        "max_freq_ghz": 0.759,
        "final_max_slew_viol_count": 0,
    },
    "final_layout": {
        "comb_area_um2": 0,
        "ff_latch_area_um2": 8260,
        "drive_gt1_share_pct": 38.4,
        "area_growth_pct": 90.6,
        "comb_cells": 0,
        "fin_cells": 1923,
        "final_area_um2": 15700,
        "fill_cells": 6312,
    },
    "power": {
        "peakVddDrop_uv": 1270,
        "leakage_nw": 7.19,
        "power.density_nw_per_um2": 1880,
    },
    "place": {
        "place.port_buffers": 661,
        "dp.cells": 1855,
        "place_area_um2": 16200,
        "dp_hpwl_um": 30000,
        "place_congestion": 0.902,
    },
    "global_route": {
        "antenna_found_initial": 8,
        "grt_pass1_wl_um": 49400,
        "grtUsageTotal_pct": 9.66,
        "first_global_vias": 6665,
        "grt-ovfl-total": 0,
        "grt_max_degree": 47,
    },
    "flow_run": {
        "warnings": 27,
        "drv_cap": 0,
    },
}
## worst paths after layout
kind	slack [ns]	to
max in group asynchronous	0.06	r6M.q[47]
setup / recovery	-0.32	o_wr_mem_data[56]
hold / removal	0.1	r4M.q[21]
min in group asynchronous	0.41	r6M.q[42]
## report_power, final
part / total [W] / switching [W] / leakage [nW] / internal, W
Sequential: 0.0142 / 0.000164 / 3.84 / 0.0140
Clock: 0.0130 / 0.00528 / 0.587 / 0.00773
Combinational: 0.00240 / 0.000751 / 2.76 / 0.00165
## cells by family after synthesis
family  after synthesis  synth area share (%)
DFF                 330                   100
## metal layers
metal | track usage [%] | wire length, um | up-vias
met5 | 0 | 41 | -
met4 | 2.06 | 825 | 8
li1 | - | - | 2484
met1 | 10.9 | 12400 | 2806
met3 | 4.77 | 5070 | 54
met2 | 16.3 | 18200 | 410
## flip-flops by register name (all words and copies together), names as in the netlist
register  cells
r3M.q         5
r4M.q        64
r1M.q        64
r6M.q        64
r2M.q        64
r7M.q         5
r5M.q        64
## area by class of cell
| cell class | instances | area share, % |
|---|---|---|
| Sequential cell | 330 | 52.5 |
| Antenna cell | 2 | 0.0318 |
| Clock inverter | 12 | 0.421 |
| Tap cell | 837 | 6.65 |
| Timing Repair Buffer | 689 | 33.4 |
| Clock buffer | 53 | 7.06 |
## layout by cell type, fill, tap and decap left out, drive strengths merged
| master | instances |
|---|---|
| buf | 358 |
| clkdlybuf4s50 | 330 |
| dfrtp | 330 |
| clkbuf | 53 |
| clkinv | 10 |
| diode | 2 |
| clkinvlp | 1 |
| inv | 1 |
| dlygate4sd3 | 1 |
## repair_timing
action,in CTS,in global routing
endpoints found under the setup margin,330,405
hold buffers,1,1
pin swaps,0,0
resized,1087,0
endpoints found under the hold margin,330,273
## per-stage QoR
stage,hold slack [ns],worst slack (ns),power (W),utilization (%)
final,0.0997,-0.317,0.0296,25.6
after global routing,0.0575,-0.389,0.0310,25.5
after CTS,0.0516,-0.381,0.0302,25.5
after detailed placement,0.160,-0.187,0.0176,26.3
after global placement,0.160,-0.203,0.0176,26.3
after floorplan,-0.0956,0.488,0.0143,-
Power figures rest on the tool's default switching activity, not on a simulated workload.
