**/design/flow/config.mk**
```make
export PLATFORM = sky130hd
export DESIGN_NAME = divider
export DESIGN_NICKNAME = divider
export VERILOG_FILES = /design/flow/design.v
export SDC_FILE = /design/flow/constraint.sdc
export NUM_CORES = 4
export LEC_CHECK = 1
export CORE_UTILIZATION = 40
```
**/design/flow/constraint.sdc**
```tcl
current_design divider

set clk_period 31.8
set clk_io_pct 0.2

create_clock -name clk0 -period $clk_period [get_ports {clk}]

set non_clock_inputs [all_inputs -no_clocks]
set_input_delay [expr $clk_period * $clk_io_pct] -clock clk0 $non_clock_inputs
set_output_delay [expr $clk_period * $clk_io_pct] -clock clk0 [all_outputs]
```
**/design/flow/design.v**
```verilog
module divider
(
	input  wire        clk         ,
	input  wire        rst         ,
	input  wire [63:0] divisor     , 
	input  wire [63:0] dividend    , 
	input  wire [9 :0] inst_op_f3  , 
	input  wire        div_ready   , 
	output wire [63:0] div_rem_data, 
	output wire        div_finish  , 
	output reg         busy_o       
);
	parameter DIV   = 10'b0110011_100;
	parameter DIVU  = 10'b0110011_101;
	parameter REM   = 10'b0110011_110;
	parameter REMU  = 10'b0110011_111;
	parameter DIVW  = 10'b0111011_100;
	parameter DIVUW = 10'b0111011_101;
	parameter REMW  = 10'b0111011_110;
	parameter REMUW = 10'b0111011_111;
	reg [6 :0] counter   ;
	reg        sign      ; 
	reg        sign_y    ; 
	reg [63:0] dividend_t; 
	reg [63:0] divider_t ; 
	reg  [127:0] temp_a   ; 
	reg  [127:0] temp_b   ; 
	reg          finish   ; 
	wire         sign_inst; 
	assign sign_inst = (inst_op_f3 == DIV) || (inst_op_f3 == DIVW) || (inst_op_f3 == REM) || (inst_op_f3 == REMW);
	reg [63:0] yushu;
	reg [63:0] shang;
	always @(posedge clk)
		begin
			if(rst == 1'b1) begin
				counter    = 7'b0  ;
				dividend_t = 64'b0 ;
				divider_t  = 64'b0 ;
				temp_a     = 128'b0;
				temp_b     = 128'b0;
				finish     = 1'b0  ;
				sign       = 1'b0  ;
				sign_y     = 1'b0  ;
				busy_o     = 1'b0  ;
			end
			else begin
				case(counter)
					0:begin
						if(div_ready) begin 
							counter = counter + 1;
							finish  = 1'b0       ;
							busy_o  = 1'b1       ;
                            if((inst_op_f3 == DIV) | (inst_op_f3 == DIVU) | (inst_op_f3 == REM) |(inst_op_f3 == REMU)) begin
    							if(sign_inst && dividend[63] && divisor[63]) begin 
    								dividend_t = ~dividend + 1; 
    								divider_t  = ~divisor + 1 ; 
    								sign       = 1'b0         ; 
    								sign_y     = 1'b1         ; 
    							end
    							else if(sign_inst && dividend[63]) begin 
    								dividend_t = ~dividend + 1; 
    								divider_t  = divisor      ; 
    								sign       = 1'b1         ; 
    								sign_y     = 1'b1         ; 
    							end
    							else if(sign_inst && divisor[63]) begin 
    								divider_t  = ~divisor + 1; 
    								dividend_t = dividend    ; 
    								sign       = 1'b1        ; 
    								sign_y     = 1'b0        ; 
    							end
							    else begin 
							    	divider_t  = divisor ; 
							    	dividend_t = dividend; 
							    	sign       = 1'b0    ; 
							    	sign_y     = 1'b0    ; 
							    end
                            end
                            else begin 
    							if(sign_inst && dividend[31] && divisor[31]) begin 
    								dividend_t = {{32{1'b0}},~dividend[31:0] + 1}; 
    								divider_t  = {{32{1'b0}},~divisor[31:0] + 1}; 
    								sign       = 1'b0         ; 
    								sign_y     = 1'b1         ; 
    							end
    							else if(sign_inst && dividend[31]) begin 
    								dividend_t = {{32{1'b0}},~dividend[31:0] + 1}; 
    								divider_t  = {{32{1'b0}},divisor[31:0]}; 
    								sign       = 1'b1         ; 
    								sign_y     = 1'b1         ; 
    							end
    							else if(sign_inst && divisor[31]) begin 
    								divider_t  = {{32{1'b0}},~divisor[31:0] + 1};; 
    								dividend_t = {{32{1'b0}},dividend[31:0]}; 
    								sign       = 1'b1        ; 
    								sign_y     = 1'b0        ; 
    							end
							    else begin 
							    	divider_t  = {{32{1'b0}},divisor[31:0]} ; 
							    	dividend_t = {{32{1'b0}},dividend[31:0]}; 
							    	sign       = 1'b0    ; 
							    	sign_y     = 1'b0    ; 
							    end
                            end
						end
					end
					1:begin
						temp_a  = {64'b0, dividend_t};
						temp_b  = {divider_t, 64'b0 };
						counter = counter + 1        ;
						busy_o  = 1'b1               ;
					end
					66:begin
						finish  = 1'b1       ;
						counter = counter + 1;
						busy_o  = 1'b0       ;
					end
					67:begin
						counter = 7'b0;
						finish  = 1'b0;
						busy_o  = 1'b0;
					end
					default:begin
						counter = counter + 1;
						temp_a  = {temp_a[126:0], 1'b0};
						if(temp_a >= temp_b) begin
							temp_a = temp_a - temp_b + 1'b1; 
						end
						else begin
							temp_a = temp_a;
						end
					end
				endcase
			end
		end
	always @(*)
		begin
			if(rst == 1'b1) begin
				yushu = 64'b0;
				shang = 64'b0;
			end
			else if(divisor == 64'd0) begin 
				shang = 64'hffff_ffff_ffff_ffff;
				yushu = dividend               ;
			end
			else if(finish) begin
				if(sign && (!sign_y)) begin 
					yushu = temp_a[127:64]     ;
					shang = ~temp_a[63 : 0] + 1;
				end
				else if(sign && sign_y) begin
					yushu = ~temp_a[127:64] + 1;
					shang = ~temp_a[63 : 0] + 1;
				end
				else if((!sign) && (sign_y)) begin
					yushu = ~temp_a[127:64] + 1;
					shang = temp_a[63 : 0]     ;
				end
				else begin
					yushu = temp_a[127:64];
					shang = temp_a[63 : 0];
				end
			end
			else begin
				yushu = temp_a[127:64];
				shang = temp_a[63 : 0];
			end
		end
	assign div_finish = finish;
	assign div_rem_data = ((inst_op_f3 == DIV) || (inst_op_f3 == DIVU)) ? shang :
						  ((inst_op_f3 == DIVUW) || (inst_op_f3 == DIVW)) ? {{32{shang[31]}}, shang[31:0]} :
	                      ((inst_op_f3 == REM) || (inst_op_f3 == REMU)) ? yushu : 
						  ((inst_op_f3 == REMUW) || (inst_op_f3 == REMW)) ? {{32{yushu[31]}}, yushu[31:0]} : 64'b0;
	reg [9 :0] current_instr_type; 
	reg [9 :0] next_instr_type;
	always@(*)begin
		case(current_instr_type)
			DIV:next_instr_type = (inst_op_f3 == DIV)   ? DIV 	: 
							 	  (inst_op_f3 == DIVU)  ? DIVU 	:
							 	  (inst_op_f3 == REM)	? REM	:
							 	  (inst_op_f3 == REMU) 	? REMU  :
							 	  (inst_op_f3 == DIVW)  ? DIVW 	: 
								  (inst_op_f3 == DIVUW) ? DIVUW	:
								  (inst_op_f3 == REMW)	? REMW	:
							 	  (inst_op_f3 == REMUW) ? REMUW :1'b0;
		   DIVU:next_instr_type = (inst_op_f3 == DIV)   ? DIV 	: 
							 	  (inst_op_f3 == DIVU)  ? DIVU 	:
							 	  (inst_op_f3 == REM)	? REM	:
							 	  (inst_op_f3 == REMU) 	? REMU  :
							 	  (inst_op_f3 == DIVW)  ? DIVW 	: 
								  (inst_op_f3 == DIVUW) ? DIVUW	:
								  (inst_op_f3 == REMW)	? REMW	:
							 	  (inst_op_f3 == REMUW) ? REMUW :1'b0;
		    REM:next_instr_type = (inst_op_f3 == DIV)   ? DIV 	: 
							 	  (inst_op_f3 == DIVU)  ? DIVU 	:
							 	  (inst_op_f3 == REM)	? REM	:
							 	  (inst_op_f3 == REMU) 	? REMU  :
							 	  (inst_op_f3 == DIVW)  ? DIVW 	: 
								  (inst_op_f3 == DIVUW) ? DIVUW	:
								  (inst_op_f3 == REMW)	? REMW	:
							 	  (inst_op_f3 == REMUW) ? REMUW :1'b0;
		   REMU:next_instr_type = (inst_op_f3 == DIV)   ? DIV 	: 
							 	  (inst_op_f3 == DIVU)  ? DIVU 	:
							 	  (inst_op_f3 == REM)	? REM	:
							 	  (inst_op_f3 == REMU) 	? REMU  :
							 	  (inst_op_f3 == DIVW)  ? DIVW 	: 
								  (inst_op_f3 == DIVUW) ? DIVUW	:
								  (inst_op_f3 == REMW)	? REMW	:
							 	  (inst_op_f3 == REMUW) ? REMUW :1'b0;
		   DIVW:next_instr_type = (inst_op_f3 == DIV)   ? DIV 	: 
							 	  (inst_op_f3 == DIVU)  ? DIVU 	:
							 	  (inst_op_f3 == REM)	? REM	:
							 	  (inst_op_f3 == REMU) 	? REMU  :
							 	  (inst_op_f3 == DIVW)  ? DIVW 	: 
								  (inst_op_f3 == DIVUW) ? DIVUW	:
								  (inst_op_f3 == REMW)	? REMW	:
							 	  (inst_op_f3 == REMUW) ? REMUW :1'b0;
		  DIVUW:next_instr_type = (inst_op_f3 == DIV)   ? DIV 	: 
							 	  (inst_op_f3 == DIVU)  ? DIVU 	:
							 	  (inst_op_f3 == REM)	? REM	:
							 	  (inst_op_f3 == REMU) 	? REMU  :
							 	  (inst_op_f3 == DIVW)  ? DIVW 	: 
								  (inst_op_f3 == DIVUW) ? DIVUW	:
								  (inst_op_f3 == REMW)	? REMW	:
							 	  (inst_op_f3 == REMUW) ? REMUW :1'b0;
		   REMW:next_instr_type = (inst_op_f3 == DIV)   ? DIV 	: 
							 	  (inst_op_f3 == DIVU)  ? DIVU 	:
							 	  (inst_op_f3 == REM)	? REM	:
							 	  (inst_op_f3 == REMU) 	? REMU  :
							 	  (inst_op_f3 == DIVW)  ? DIVW 	: 
								  (inst_op_f3 == DIVUW) ? DIVUW	:
								  (inst_op_f3 == REMW)	? REMW	:
							 	  (inst_op_f3 == REMUW) ? REMUW :1'b0;
		   REMUW:next_instr_type = (inst_op_f3 == DIV)   ? DIV 	: 
							 	  (inst_op_f3 == DIVU)  ? DIVU 	:
							 	  (inst_op_f3 == REM)	? REM	:
							 	  (inst_op_f3 == REMU) 	? REMU  :
							 	  (inst_op_f3 == DIVW)  ? DIVW 	: 
								  (inst_op_f3 == DIVUW) ? DIVUW	:
								  (inst_op_f3 == REMW)	? REMW	:
							 	  (inst_op_f3 == REMUW) ? REMUW :1'b0;								  
		   1'b0:next_instr_type = (inst_op_f3 == DIV)   ? DIV 	: 
							 	  (inst_op_f3 == DIVU)  ? DIVU 	:
							 	  (inst_op_f3 == REM)	? REM	:
							 	  (inst_op_f3 == REMU) 	? REMU  :
							 	  (inst_op_f3 == DIVW)  ? DIVW 	: 
								  (inst_op_f3 == DIVUW) ? DIVUW	:
								  (inst_op_f3 == REMW)	? REMW	:
							 	  (inst_op_f3 == REMUW) ? REMUW :1'b0;
			default:next_instr_type = 1'b0;
		endcase
	end
	always@(posedge clk)begin
		current_instr_type <= next_instr_type;
	end
endmodule
```
**/design/flow/run.sh**
```bash
#!/bin/bash
# OpenROAD 26Q1-2900-gdf79404cd8, Yosys 0.63+post, stock flow scripts
make -C /OpenROAD-flow-scripts/flow DESIGN_CONFIG=/design/flow/config.mk WORK_HOME=/design/flow/orfs finish
```
==> deck_impl_summary.md <==
Implementation Results

Floorplanning
  • Site Rows: about 100
  • Die X: approximately 280 um
  • Die H: around 280 um
  • Initial Util: 0.4039
  • I/O pin cnt: between 200 and 250
  • CORE AREA: between 70,000 and 80,000 um2
  • Chip area: approximately 78,000 um2

Yosys
  • Syn. warnings: 1
  • Top-area cell share: 0.2160
  • Synth Instances: around 4.2k
  • Ys cells: about 4.2k
  • Area leader, netlist: dfxtp_1
  • Yosys stat area: around 31,000 um2
  • Post-synth top cells: 434 x nand2_1, 399 x a21oi_1, 369 x nor2_1, 331 x dfxtp_1, 307 x inv_1
  • Flops after synth: between 300 and 400
  • Top area cell types: dfxtp_1 22%, ha_1 11%, xnor2_1 7.5%, a21oi_1 6.5%, nand2_1 5.3%
  • Most common cell in the netlist: nand2_1
  • Avg Cell Area, Syn: 7.331 um2
  • Commonest flop: dfxtp_1
  • Post-synth seq share: 0.2160
  • Netlist cell types: 83
  • Share of flip-flops with an asynchronous set or reset: 0
  • Netlist Area Pre-Place: just over 30,000 um2
  • EDFF count, synth: 0

Run
  • OpenROAD warnings: approximately 120
  • Max Cap Violations: 0

Worst hold path
  • Hold WC Path Type: flip-flop to flip-flop

Finish
  • Area Overhead vs Synth: 14.65%
  • Layout cell share with drive strength beyond 1: 0.04529
  • Logic area: approximately 22,000 um2
  • Core Util, Final: 0.4630
  • Filler cells: a little under 8k
  • Flop area: 6626 um2

Worst setup path
  • CP max stage cell: nand4_1
  • Crit. End Element: output port
  • Family with the most delay on the worst path: simple AND/OR/NAND/NOR gates
  • Slowest stage delay, CP: approximately 0.78 ns
  • Crit start category: input port
  • Critical setup path kind: input port to output port
  • CP required: between 20 and 30 ns
  • Flop2flop setup slack: around 25 ns
  • Crit-path cells: clkdlybuf4s50_1 -> or4_1 -> or3_1 -> or4_1 -> nor4_2 -> nand4_1 -> buf_4 -> nand2_1 -> o221ai_1 -> clkdlybuf4s50_1
  • CP Max Fanout: roughly 65
  • WP data arrival: 11.63 ns
  • CP bufs+invs: 3

Power and ir drop
  • Worst vdd rail ir drop: between 0.05 and 0.06 mV
  • Leakage power: 12.98 nW
  • Pwr dens: about 100 nW/um2

Timing
  • Final hold viol count: 0
  • Pins Over Slew Limit: 0
  • Final setup vio count: 0
  • Tightest Pin Transition: 1.042 ns
  • Unrepaired setup endpoints after global routing: no
  • Minimum clock period: approximately 18 ns
  • Period utilisation layout: 0.5658
  • Fmax: between 0.05 and 0.06 GHz
  • Setup TNS: 0 ns
  • Worst relative slew slack: 0.2992
  • Clock Skew: about 0.034 ns

Detailed routing
  • Drt total wl: between 100,000 and 150,000 um
  • DRC errors left: 0
  • Vias: about 32k
  • Initial DRT Pass Iterations: 6
  • Wire length per cell: roughly 25 um
  • Antenna cells: 0
  • DRT iter0 DRCs: approximately 3.2k
  • ANT nets after route: 0
  • Drt via density: 5.982

Global routing
  • Tot GR Track Use: 0.3454
  • Total grt overflow: 0
  • Number of global-route vias before repair: roughly 30k
  • First-pass GRT wire length: approximately 200,000 um
  • Met2 track demand over resource: 0.5108
  • Busiest layer in global routing: met2
  • Pin count of the biggest net entering global routing: approximately 66
  • Antenna violations before repair: 7
  • Met3 Use GR: 0.1048
  • Met1 usage: 0.4825

Clocking
  • Root buf cell: clkbuf_16
  • Setup bufs post-CTS: 0
  • CTS tree: done
  • CTS max path bufs: 3
  • H-tree Lvls: 2
  • Hold_buf cts: 0
  • Cts bufs inserted: 44
  • Late-Pin Clk Latency: 0.61 ns
  • CTS sink count: 331
  • CTS-repair resized insts: 0
  • CTS clk-pin slew, worst paths: approximately 0.07 ns

Place
  • Routability cong.: 1.050
  • Detailed placer's ending HPWL: approximately 100,000 um
  • PortBufs: around 200

Outcome
  • Status: completed
area by class of cell:
class                      instances  area share
clock inverter                    18    0.005052
sequential                       331      0.1884
timing repair buffer             275     0.07347
tap                             1030     0.03665
clock buffer                      63     0.03622
multi-input combinational       3312      0.6274
inverter                         307     0.03277
tightest hold or removal path, stage by stage, from the launching register on:
cell and delay (ns):
dfxtp_1 0.31, nand2_1 0.05, a21oi_1 0.05
report_power, final:
| group | internal (W) | leakage (nW) | switching [W] |
|---|---|---|---|
| logic | 0.000848 | 9.57 | 0.00153 |
| clock network | 0.000289 | 0.705 | 0.000212 |
| registers | 0.000483 | 2.70 | 0.0000697 |
| total | 0.00162 | 13.0 | 0.00181 |
cell usage in the layout (no fill, tap or decap), types with 14 or more instances in the layout:
master | Yosys | final
nand2_1 | 434 | 432
clkdlybuf4s50_1 | 0 | 205
nand4_1 | 28 | 28
xnor2_1 | 262 | 262
a211oi_1 | 180 | 180
a21o_1 | 33 | 33
nand2b_1 | 25 | 25
o41ai_1 | 18 | 18
nand3_1 | 69 | 69
o21bai_1 | 32 | 32
dfxtp_1 | 331 | 331
o221ai_1 | 20 | 20
nor3_1 | 68 | 64
a22oi_1 | 53 | 53
o211ai_1 | 55 | 55
and2_1 | 25 | 24
nor2_1 | 369 | 365
a22o_1 | 45 | 45
or4_1 | 21 | 21
or3_1 | 47 | 47
clkbuf_16 | 0 | 45
a21oi_1 | 399 | 399
inv_1 | 307 | 307
a221oi_1 | 21 | 21
and3_1 | 23 | 22
xor2_1 | 94 | 94
nor4_1 | 63 | 61
nor2b_1 | 47 | 47
ha_1 | 260 | 260
a311oi_1 | 14 | 14
o31ai_1 | 81 | 81
buf_4 | 1 | 69
a31oi_1 | 39 | 39
o21ai_0 | 270 | 270
fa_1 | 31 | 31
registers in the layout (all words and copies together), names as in the netlist:
name / flops
sign: 1
dividend_t: 64
busy_o: 1
temp_b: 64
divider_t: 64
finish: 1
counter: 7
temp_a: 128
sign_y: 1
metrics by stage:
step                      hold WS [ns]  area (um2)  power (W)  instances  worst slack [ns]
after floorplan                 0.4315       30670   0.002172       4184             16.02
after global routing            0.4702       35170   0.003668       5336             13.59
after CTS                       0.4484       35170   0.003385       5336             13.92
final                           0.4452       35170   0.003429       5336             13.81
after global placement          0.4403       33720   0.002880       5255             14.03
after detailed placement        0.4419       33720   0.002864       5255             13.96
cells by family (layout without fill, tap and decap cells):
| family | count (synthesis) | count (layout) | share of synthesized area |
|---|---|---|---|
| AND-OR/OR-AND | 1375 | 1375 | 0.2898 |
| XOR/XNOR | 356 | 356 | 0.1016 |
| adder cells (fa/ha/maj) | 291 | 291 | 0.1263 |
| buffers and inverters | 541 | 663 | 0.06747 |
| flip-flops | 331 | 331 | 0.2160 |
| multiplexers | 17 | 17 | 0.005710 |
| AND/OR/NAND/NOR | 1273 | 1273 | 0.1931 |
path summary, 6_finish.rpt:
check	endpoint	from	cells past startpoint
max reg2reg	temp_a[56]	temp_a[1]	15
min reg2reg	temp_b[113]	divider_t[49]	2
min	temp_b[113]	divider_t[49]	2
max	div_rem_data[8]	divisor[31]	10
per-layer routing:
layer / vias up / wire length, um
met5: - / 37
met4: 6 / 5797
met2: 1326 / 56380
met1: 15151 / 56230
li1: 15192 / -
met3: 247 / 14040
No activity file was given, so power comes from the tool's default toggle rates.
