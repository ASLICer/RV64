==> ./design.v <==
module multiplier
(
	input  wire        clk        ,
	input  wire        rst        ,
	input  wire        mult_ready , 
	input  wire [9 :0] inst_op_f3 , 
	input  wire [63:0] mult_op1   , 
	input  wire [63:0] mult_op2   , 
	output wire [63:0] product_val, 
	output wire        mult_finish, 
	output reg         busy_o 
);
	parameter MUL    = 10'b0110011_000;
	parameter MULH   = 10'b0110011_001;
	parameter MULHSU = 10'b0110011_010;
	parameter MULHU  = 10'b0110011_011;
	parameter MULW   = 10'b0111011_000;
	reg [9 :0] current_instr_type; 
	reg [9 :0] next_instr_type;
	always@(*)begin
		case(current_instr_type)
			MUL:next_instr_type = (inst_op_f3 == MUL)   ? MUL 	: 
							 	  (inst_op_f3 == MULH)  ? MULH 	:
							 	  (inst_op_f3 == MULHSU)? MULHSU:
							 	  (inst_op_f3 == MULHU) ? MULHU :
							 	  (inst_op_f3 == MULW)  ? MULW 	: 1'b0;
		   MULH:next_instr_type = (inst_op_f3 == MUL)   ? MUL 	: 
							 	  (inst_op_f3 == MULH)  ? MULH 	:
							 	  (inst_op_f3 == MULHSU)? MULHSU:
							 	  (inst_op_f3 == MULHU) ? MULHU :
							 	  (inst_op_f3 == MULW)  ? MULW 	: 1'b0;
		 MULHSU:next_instr_type = (inst_op_f3 == MUL)   ? MUL 	: 
							 	  (inst_op_f3 == MULH)  ? MULH 	:
							 	  (inst_op_f3 == MULHSU)? MULHSU:
							 	  (inst_op_f3 == MULHU) ? MULHU :
							 	  (inst_op_f3 == MULW)  ? MULW 	: 1'b0;
		  MULHU:next_instr_type = (inst_op_f3 == MUL)   ? MUL 	: 
							 	  (inst_op_f3 == MULH)  ? MULH 	:
							 	  (inst_op_f3 == MULHSU)? MULHSU:
							      (inst_op_f3 == MULHU) ? MULHU :
							 	  (inst_op_f3 == MULW)  ? MULW 	: 1'b0;
		   MULW:next_instr_type = (inst_op_f3 == MUL)   ? MUL 	: 
							 	  (inst_op_f3 == MULH)  ? MULH 	:
							 	  (inst_op_f3 == MULHSU)? MULHSU:
							 	  (inst_op_f3 == MULHU) ? MULHU :
							 	  (inst_op_f3 == MULW)  ? MULW 	: 1'b0;
		        1'b0:next_instr_type = (inst_op_f3 == MUL)   ? MUL 		: 
							 		   (inst_op_f3 == MULH)  ? MULH 	:
							 		   (inst_op_f3 == MULHSU)? MULHSU 	:
							 		   (inst_op_f3 == MULHU) ? MULHU 	:
							 		   (inst_op_f3 == MULW)  ? MULW 	: 1'b0;
			default:next_instr_type = 1'b0;
		endcase
	end
	always@(posedge clk)begin
		current_instr_type <= next_instr_type;
	end
	reg        mult_valid; 
	reg [127:0] multiplicand; 
	reg [63:0] multiplier; 
	assign mult_finish = mult_valid & ~(|multiplier); 
	always @(posedge clk)
		begin
			if(rst == 1'b1) begin
				mult_valid <= 1'b1;
			end
			else if(~mult_ready | mult_finish) begin
				mult_valid <= 1'b0;
			end
			else begin
				mult_valid <= 1'b1;
			end
		end
	always @(posedge clk)
		begin
			if(rst == 1'b1) begin
				busy_o <= 1'b0;
			end
			else if(mult_finish) begin
				busy_o <= 1'b0;
			end
			else if(mult_ready) begin
				busy_o <= 1'b1;
			end
			else begin
				busy_o <= 1'b0;
			end
		end
	wire        op1_signbit ; 
	wire        op2_signbit ; 
	wire [63:0] op1_absolute; 
	wire [63:0] op2_absolute; 
	assign op1_signbit  = mult_op1[63];
	assign op2_signbit  = mult_op2[63];
	assign op1_signbit_w= mult_op1[31];
	assign op2_signbit_w= mult_op2[31];
	assign op1_absolute = ((op1_signbit&&inst_op_f3==MUL) || (op1_signbit&&inst_op_f3==MULHSU) || (op1_signbit&&inst_op_f3==MULH)) ? (~mult_op1+1) : 
													  											 (op1_signbit_w&&inst_op_f3==MULW) ? {{64{1'b0}},{~mult_op1[31:0]+1}} : 
																								(~op1_signbit_w&&inst_op_f3==MULW) ? {{64{1'b0}},mult_op1[31:0]} : mult_op1;
	assign op2_absolute = ((op2_signbit&&inst_op_f3==MUL) || (op2_signbit&&inst_op_f3==MULH)) ? (~mult_op2+1) : 
													  		(op2_signbit_w&&inst_op_f3==MULW) ? {{64{1'b0}},{~mult_op2[31:0]+1}} : 
														   (~op2_signbit_w&&inst_op_f3==MULW) ? {{64{1'b0}},mult_op2[31:0]} : mult_op2;
	always @(posedge clk)
		begin
			if(rst == 1'b1) begin
				multiplicand <= 128'b0;
			end
			else if(mult_valid) begin
				multiplicand <= {multiplicand[126:0], 1'b0};  
			end
			else if(mult_ready) begin
				multiplicand <= {64'b0, op1_absolute};
			end
		end
	always @(posedge clk)
		begin
			if(rst == 1'b1) begin
				multiplier <= 64'b0;
			end
			else if(mult_valid) begin
				multiplier <= {1'b0, multiplier[63:1]};  
			end
			else if(mult_ready) begin
				multiplier <= op2_absolute;
			end
		end
	wire [127:0] product_lins; 
	assign product_lins = multiplier[0] ? multiplicand : 128'b0;
	reg [127:0] product_temp; 
	always @(posedge clk)
		begin
			if(rst == 1'b1) begin
				product_temp <= 128'b0;
			end
			else if(mult_valid) begin
				product_temp <= product_temp + product_lins;
			end
			else if(mult_ready) begin
				product_temp <= 128'b0;
			end
		end
	reg product_signbit; 
	always @(posedge clk)
		begin
			if(rst == 1'b1) begin
				product_signbit <= 1'b0;
			end
			else if(mult_valid) begin
				product_signbit <= (inst_op_f3 == MULW) ? op1_signbit_w ^ op2_signbit_w :op1_signbit ^ op2_signbit;
			end
			else begin
				product_signbit <= (inst_op_f3 == MULW) ? op1_signbit_w ^ op2_signbit_w :op1_signbit ^ op2_signbit;
			end
		end
	assign product_val = (inst_op_f3 == MUL   ) ? ((product_signbit&&mult_op1!=64'd0&&mult_op2!=64'd0) ? ~product_temp[63 :0 ]+64'd1 : product_temp[63 :0 ]) :
						 (inst_op_f3 == MULH  ) ? ((product_signbit&&mult_op1!=64'd0&&mult_op2!=64'd0) ? ~product_temp[127:64]+64'd1 : product_temp[127:64]) :
						 (inst_op_f3 == MULHU ) ? product_temp[127:64]                                               :
						 (inst_op_f3 == MULHSU) ? ((op1_signbit&&mult_op1!=64'd0&&mult_op2!=64'd0) ? ~product_temp[127:64] : product_temp[127:64])     :
						 (inst_op_f3 == MULW  ) ? ((product_signbit&&mult_op1!=64'd0&&mult_op2!=64'd0) ? (~product_temp[31] ? {32'hffffffff,(~product_temp[31:0]+32'd1)} : {32'b0,(~product_temp[31:0]+32'd1)}) : (product_temp[31] ? {32'hffffffff,product_temp[31:0]} : {32'b0,product_temp[31:0]})) : 64'b0;
endmodule
==> ./run.sh <==
#!/bin/bash
# OpenROAD 26Q1-2900-gdf79404cd8, Yosys 0.63+post, stock flow scripts
make -C /OpenROAD-flow-scripts/flow DESIGN_CONFIG=/design/flow/config.mk WORK_HOME=/design/flow/orfs finish
==> ./config.mk <==
export PLATFORM = sky130hd
export DESIGN_NAME = multiplier
export DESIGN_NICKNAME = multiplier
export VERILOG_FILES = /design/flow/design.v
export SDC_FILE = /design/flow/constraint.sdc
export NUM_CORES = 4
export LEC_CHECK = 1
export CORE_UTILIZATION = 40
==> ./constraint.sdc <==
current_design multiplier

set clk_period 51.1
set clk_io_pct 0.2

create_clock -name clk0 -period $clk_period [get_ports {clk}]

set non_clock_inputs [all_inputs -no_clocks]
set_input_delay [expr $clk_period * $clk_io_pct] -clock clk0 $non_clock_inputs
set_output_delay [expr $clk_period * $clk_io_pct] -clock clk0 [all_outputs]
==> flow_summary.toml <==
# implementation run metrics
[pwr]
powerDensity_nw_per_um2 = 20.1
pwr-share-comb_pct = 11.0
pwr-share-seq_pct = 39.9
p_leak_nw = 11.8
p_sw_uw = 179
swShare_pct = 27.2
vdd_ir_drop_max_uv = 20.7
power_frac_clock_pct = 49.1
p_int_uw = 479

[detailed_routing]
first_iter_violations = 2796
drc = 0
wl_met2_um = 48700
drt_wl_total_um = 113000
vias = 30400
wl_met3_um = 8970
firstDrtPassIters = 6
num_antenna_cells = 0
post_drt_wl_per_cell_um = 22.1
met1Wirelength_um = 51300
dr.max_layer_used = "met5"
via_per_inst = 5.94
ant_nets = 0

[place]
place_ws_ns = 25.60
hpwl_um = 87500
portBuffers = 206
gp_congestion = 1.05

[synth]
synth_chip_area_um2 = 28600
synth-edff-count = 0
yosysUniqueCellTypes = 81
top_cell = "nor2_1"
yosys_warnings = 3
syn_inst = 4133
synth.top_cell.area_share_pct = 22.6
synthFlopType = "dfxtp_1"
postSynthSeqShare_pct = 22.6
synth_area_leader_cell = "dfxtp_1"
top_cells_by_area = "dfxtp_1, a21oi_1, nor2_1, ha_1, o21ai_0"
synth.avg_cell_area_um2 = 6.92
synth-cells-yosys = 4133
synthesis.area_um2 = 28600
ys_top_cells_by_count = "nor2_1, a21oi_1, nand2_1"
ys_async_sr_fraction_pct = 0
synth-seq-cells = 323

[min_path]
min_path_cells = 2
hold-path-endpoint = "multiplier[49]"
hold_path.class = "register to register"
hold_start = "multiplier[50]"

[grt]
overflow = 0
grt_max_degree = 146
grt_pass1_wl_um = 172000
grt_pass1_vias = 27500
grt_antenna_before_repair = 2
grt_usage_pct = 31.0

[critical_path]
r2r_cells = 15
arrival_ns = 15.33
end_kind = "primary output"
timing.rr.start = "multiplier[0]"
r2r_end = "product_temp[114]"
cp_max_fo = 45
criticalPathCategory = "primary input to primary output"
start_kind = "primary input"
reg2reg_slack_ns = 45.57
critical_path_required_ns = 40.88

[final_timing]
setup_slack_ns = 25.55
finalCritPeriodShare_pct = 50.0
tightest_slew_ns = 0.916
layout_min_cycle_time_ns = 25.55
final-max-slew-violation-count = 0
tns_ns = 0
final-hold-violation-count = 0
slew-limit-headroom_pct = 38.7
rsz0062_at_grt = "false"
setup_viol = 0
skew_ns = 0.0213
fmax_ghz = 0.0391

[clock_network]
cts_root_buf = "clkbuf_16"
cts_tree = "built"
htreeDepth = 2
post_cts_resized = 0
cts_max_path_buffers = 3
cts_hold_buf = 0
cts_buffers = 43
post_cts_buffers = 0
clkLatencyLatePin_ns = 0.60
cts.sinks = 323
path_clk_slew_ns = 0.06

[final_layout]
area_growth_pct = 14.4
fillers = 7179
drive_gt1_share_pct = 3.96

[status]
status = "finished, final reports clean"

[die]
dieHeight_um = 269
die_area_um2 = 72600
num_io_pins = 207
initial_core_util_pct = 40.7
die_w_um = 269
coreArea_um2 = 70400
rows = 97

[flow_run]
tool_warnings = 31
drv_cap = 0
[state kept, by name, summed over array words and instances, names as in the netlist]
name and count:
mult_valid 1, product_signbit 1, product_temp 128, busy_o 1, multiplier 64, multiplicand 128
[cell usage in the layout, fill, tap and decap left out, types with 38 or more instances in the layout]
master and count:
nor4_1 44, nor3_1 120, buf_4 47, ha_1 131, inv_1 69, a31oi_1 38
a211oi_1 81, xor2_1 152, nand3_1 52, xnor2_1 135, dfxtp_1 321, nand4_1 69
or3_1 39, a221oi_1 46, a21oi_1 529, clkbuf_16 43, nand2_1 352, and2_1 142
a21o_1 50, o21bai_1 42, o21ai_0 300, clkdlybuf4s50_1 204, o21ai_1 42, nor2_1 561
nor3b_1 163
[per-stage QoR]
step / utilization (%) / cell area (µm²) / hold WS (ns) / total power [mW] / std cells
floorplan: - / 28600 / 0.450 / 0.308 / 4133
global placement: 44.4 / 31300 / 0.474 / 0.339 / 5050
detailed placement: 44.4 / 31300 / 0.474 / 0.339 / 5050
CTS: 46.5 / 32700 / 0.482 / 0.664 / 5127
global route: 46.5 / 32700 / 0.512 / 0.681 / 5127
finish: 46.5 / 32700 / 0.479 / 0.658 / 5127
[final cells by class]
class,instances,area [µm²],share of cell area [%]
Clock buffer,55,1190,3.64
Clock inverter,22,294,0.898
Inverter,69,259,0.791
Multi-Input combinational cell,3463,20900,63.8
Sequential cell,323,6470,19.8
Tap cell,940,1180,3.59
Timing Repair Buffer,255,2460,7.53
[metal layers]
| metal | GRT usage, % | vias to the layer above |
|---|---|---|
| met2 | 46.2 | 1111 |
| li1 | - | 15100 |
| met3 | 5.94 | 202 |
| met5 | 0 | - |
| met1 | 45.6 | 14100 |
| met4 | 9.73 | 2 |
[power by group through the flow]
| stage | combinational [mW] | clock (mW) | sequential [mW] |
|---|---|---|---|
| finish | 0.0723 | 0.323 | 0.262 |
| global route | 0.0783 | 0.340 | 0.263 |
| CTS | 0.0715 | 0.330 | 0.262 |
[how the worst max path moves through the flow]
stage / startpoint / endpoint / slack [ns] / depth (start not counted)
after global routing: mult_op1[9] / product_val[30] / 25.34 / 15
after CTS: mult_op1[11] / product_val[19] / 25.61 / 14
final: mult_op1[9] / product_val[30] / 25.55 / 15
[cells by family after synthesis]
group                      after synthesis  synth area share (%)
muxes                                   15                 0.551
adders and majority gates              132                  5.80
buffers and inverters                  347                  4.60
xor gates and xnor gates               288                  8.84
DFF                                    323                  22.6
and+or+nand+nor                       1672                  29.1
AOI/OAI and AO/OA                     1356                  28.5
[critical path, stage by stage]
cell and delay (ns):
clkdlybuf4s50_1 0.48, or4_1 0.57, or4_4 0.47, or4_4 0.60, nand4b_4 0.29, o311ai_4 0.31
buf_4 0.49, buf_4 0.43, nor2_1 0.27, o21ai_0 0.22, a21oi_1 0.11, nand2_1 0.08
o21ai_1 0.06, o22ai_1 0.16, clkdlybuf4s50_1 0.51
Power is estimated from default activity; no workload was simulated.
