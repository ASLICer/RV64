`flow/design.v`:
```
module ID_EX#(parameter DATA_WIDTH = 64)
(
	input			clk				,
	input			rst_n			,
	input			clear			,
	input	[DATA_WIDTH-1:0]	i_pc4			,
	input	[4:0]	i_Rs1			,
	input	[4:0]	i_Rs2			,
	input	[4:0]	i_Rd			,
	input	[DATA_WIDTH-1:0]	i_imme			,
	input	[DATA_WIDTH-1:0]	i_pc_imm		,
	input	[DATA_WIDTH-1:0]	i_srca			,
	input	[DATA_WIDTH-1:0]	i_scrb			,
	output	[DATA_WIDTH-1:0]	o_pc4			,
	output	[4:0]	o_Rs1			,
	output	[4:0]	o_Rs2			,
	output	[4:0]	o_Rd			,
	output	[DATA_WIDTH-1:0]	o_imme			,
	output	[DATA_WIDTH-1:0]	o_pc_imm		,	
	output	[DATA_WIDTH-1:0]	o_srca			,
	output	[DATA_WIDTH-1:0]	o_scrb			
);
dff_rc #(5) r1E(
	.clk(clk),
	.rst_n(rst_n),
	.clear(clear),
	.d(i_Rs1),
	.q(o_Rs1)
);
dff_rc #(5) r2E(
	.clk(clk),
	.rst_n(rst_n),
	.clear(clear),
	.d(i_Rs2),
	.q(o_Rs2)
);
dff_rc #(5) r3E(
	.clk(clk),
	.rst_n(rst_n),
	.clear(clear),
	.d(i_Rd),
	.q(o_Rd)
);
dff_rc #(DATA_WIDTH) r4E(
	.clk(clk),
	.rst_n(rst_n),
	.clear(clear),
	.d(i_imme),
	.q(o_imme)
);
dff_rc #(DATA_WIDTH) r5E(
	.clk(clk),
	.rst_n(rst_n),
	.clear(clear),
	.d(i_srca),
	.q(o_srca)
);
dff_rc #(DATA_WIDTH) r6E(
	.clk(clk),
	.rst_n(rst_n),
	.clear(clear),
	.d(i_scrb),
	.q(o_scrb)
);
dff_rc #(DATA_WIDTH) r7E(
	.clk(clk),
	.rst_n(rst_n),
	.clear(clear),
	.d(i_pc4),
	.q(o_pc4)
);
dff_rc #(DATA_WIDTH) r8E(
	.clk(clk),
	.rst_n(rst_n),
	.clear(clear),
	.d(i_pc_imm),
	.q(o_pc_imm)
);
endmodule
module dff_rc #(parameter DATA_WIDTH=8)(
	input wire clk,
	input wire rst_n,
	input wire clear,
	input wire [DATA_WIDTH-1:0]d,
	output reg [DATA_WIDTH-1:0]q
);
always@(posedge clk,negedge rst_n)begin
	if(~rst_n)
		q<=0;
	else if(clear)
		q<=0;
	else	
		q<=d;		
end
endmodule
```
`flow/config.mk`:
```
export PLATFORM = sky130hd
export DESIGN_NAME = ID_EX
export DESIGN_NICKNAME = ID_EX
export VERILOG_FILES = /design/flow/design.v
export SDC_FILE = /design/flow/constraint.sdc
export NUM_CORES = 4
export LEC_CHECK = 1
export CORE_AREA = 10 10 263 263
export DIE_AREA = 0 0 273 273
```
`flow/run.sh`:
```
#!/bin/bash
# OpenROAD 26Q1-2900-gdf79404cd8, Yosys 0.63+post, stock flow scripts
make -C /OpenROAD-flow-scripts/flow DESIGN_CONFIG=/design/flow/config.mk WORK_HOME=/design/flow/orfs finish
```
`flow/constraint.sdc`:
```
current_design ID_EX

set clk_period 1.0
set clk_io_pct 0.2

create_clock -name clk0 -period $clk_period [get_ports {clk}]

set non_clock_inputs [all_inputs -no_clocks]
set_input_delay [expr $clk_period * $clk_io_pct] -clock clk0 $non_clock_inputs
set_output_delay [expr $clk_period * $clk_io_pct] -clock clk0 [all_outputs]
```
==> out/qor.yml <==
failed_checks: "negative setup slack"
top_cell: "dfrtp_1"
fmax_ghz: 0.733
utilization: 0.293
rows: 92
path_max_fanout: 1
cts_buffers: 38
async_flop_share: 1.00
startpoint_type: "register"
worstSetupEndpointType: "primary output"
ant_nets: 0
dpl.hpwl_um: 35700
ys_seq_elements: 335
mappedNetlistArea_um2: 10900
hold_end: "r8E.q[25]"
crit_buf_inv: 1
routabilityCongestion: 0.908
grt_pass1_wl_um: 62500
power.density_nw_per_um2: 1710
synth-edff-count: 0
num_vias: 7821
slowest_stage: "dfrtp_2"
yosys-top-cells-area: "dfrtp_1, nor2b_1, buf_6"
avgSynthCellArea_um2: 15.4
coreArea_um2: 63200
common_cells: "dfrtp_1, nor2b_1, buf_6, nor2b_2, buf_2"
finalWorstSetupSlack_ns: -0.365
min_path_type: "in2reg"
dieHeight_um: 273
drive_above_1_share: 0.328
finalInstanceArea_um2: 18500
worst_pin_slew_ns: 0.855
timing.slew.headroom: 0.428
ff_type: "dfrtp_1"
fp.dieW_um: 273
p_leak_nw: 8.93
synth_top_cell_by_area: "dfrtp_1"
crit_chain: "buf_2"
max_stage_delay_ns: 0.48
drc_errors: 0
drt_iter0_markers: 277
arrival_ns: 1.16
outcome: "complete, but fails checks"
cp.required_ns: 0.80
initCoreUtil: 0.172
critPathKind: "reg2out"
synth_seq_share: 0.772
yosysCellCount: 707
area_growth_pct: 70.5
rsz0062_at_grt: "true"
vdd_drop_max_uv: 1140
cts_buffer_depth: 3
synthCells: 707
worstHoldStart: "clear"
yosysWarnings: 2
drt_wl_total_um: 44000
drv_slew: 0
portBuffers: 672
min_period_ns: 1.36
fin_crit_sh: 1.36
path_delay_family: "flip-flops"
first_global_vias: 8879
whs_path_depth: 3
root_buffer: "clkbuf_16"
yosys.area.top_type_share: 0.772
viasPerCell: 3.38
h-tree-depth: 2
drt_pass1_iterations: 4
io_pins: 673
maxCapViolCount: 0
track_usage: 0.115
antenna_found_initial: 5
grt_overflow_total: 0
finalHoldViolCount: 0
grt_max_degree: 58
wire_per_inst_um: 19.0
yosys_area_um2: 10900
path_clk_slew_ns: 0.06
cts_tree: "yes"
placed_area_um2: 18900
cts.sinks: 335
warning_count: 27
ys_types: 7
setup_viol: 652
die-area_um2: 74500
cell type report:
cell class	count	area, µm²
fill	6406	44700
sequential	335	8390
timing repair buffer	730	5650
multi-input combinational	335	2150
clock buffer	53	1140
tap	846	1060
clock inverter	12	115
antenna	2	5.00
flip-flops by register name, indices dropped and copies added, names as in the netlist:
| register | count |
|---|---|
| r8E.q | 64 |
| r7E.q | 64 |
| r6E.q | 64 |
| r5E.q | 64 |
| r4E.q | 64 |
| r1E.q | 5 |
| r2E.q | 5 |
| r3E.q | 5 |
per-layer routing:
metal  wire length (µm)  part of all wire  track usage
met1              15900              0.36        0.134
met2              21400              0.49        0.189
met3               5580              0.13       0.0577
met4               1050             0.024       0.0244
met5                 13           0.00030            0
through the flow:
| step | hold WS [ns] | setup slack (ns) | instances | power (mW) | setup TNS, ns |
|---|---|---|---|---|---|
| 3_3_place_gp | 0.0457 | -0.363 | 2244 | 18.8 | -4.74 |
| 3_5_place_dp | 0.0458 | -0.349 | 2244 | 18.8 | -4.33 |
| 5_1_grt | 0.0287 | -0.465 | 2312 | 33.1 | -193.14 |
| 2_1_floorplan | -0.0956 | 0.201 | 707 | 15.2 | 0 |
| 4_1_cts | 0.0102 | -0.453 | 2310 | 32.3 | -185.46 |
| 6_report | 0.0375 | -0.365 | 2313 | 31.6 | -125.71 |
cell families (layout without fill, tap and decap cells):
group                  Yosys count  after routing  synth area share
buffers and inverters           37            795            0.0300
flip-flops                     335            335             0.772
other                            0              2                 0
AND/OR/NAND/NOR                335            335             0.198
cell usage in the layout, fill, tap and decap left out, drive strengths merged:
cell type      Yosys  routed
dlygate4sd3        0       2
bufinv             0       2
clkdlybuf4s50      0     335
diode              0       2
dfrtp            335     335
clkbuf             1      53
buf               36     393
clkinvlp           0       2
clkinv             0       8
nor2b            335     335
worst max path at each step:
stage	from	end	slack (ns)	depth (start not counted)
CTS	rst_n	r4E.q[2]	-0.45	4
global route	r4E.q[3]	o_imme[3]	-0.47	1
finish	r4E.q[3]	o_imme[3]	-0.36	1
worst min-delay path, cell delays in order:
cell,delay (ns)
buf_8,0.10
buf_12,0.16
nor2b_1,0.06
report_power, final:
part           internal (mW)  leakage [nW]  total, mW  switching, mW
Combinational           2.13          4.01       3.30           1.16
Clock                   8.44         0.621       13.9           5.42
Sequential              14.2          4.31       14.5          0.214
Total                   24.8          8.93       31.6           6.79
repair_timing:
item	CTS	global route
endpoints found under the setup margin	335	670
setup buffers	0	0
hold buffers	1	2
pin swaps	0	0
gates resized	1148	1
endpoints found under the hold margin	195	175
No activity file was given, so power comes from the tool's default toggle rates.
